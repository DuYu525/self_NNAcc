==> design.v <==
module self_fifo #(parameter DATA_WIDTH = 32, FIFO_DEPTH = 1)
(
    input   wire    sys_clk,
    input   wire    sys_rst_n,
    input   wire    [DATA_WIDTH - 1:0]  data_in,
    input   wire    wr_en,
    input   wire    rd_en,
    output  wire    [DATA_WIDTH - 1:0]  data_out,
    output  wire    full,
    output  wire    empty
);
reg [DATA_WIDTH-1 : 0]  Mem [(2**FIFO_DEPTH)-1 : 0];
reg [FIFO_DEPTH-1 : 0]  wr_addr;
reg [FIFO_DEPTH-1 : 0]  rd_addr;
reg [FIFO_DEPTH-1 : 0]  num_data;
always @(posedge sys_clk or negedge sys_rst_n) begin
    if (~sys_rst_n) begin
            for (integer i=0; i<(2**FIFO_DEPTH); i=i+1) begin
                Mem[i] <= 0;
            end
    end
    else if ((wr_en) && (full == 1'b0)) begin
        Mem [wr_addr] <= data_in;
    end
end
always @(posedge sys_clk or negedge sys_rst_n) begin
    if(!sys_rst_n) begin
        wr_addr <= 0;
    end
    else if((wr_en) && (full == 1'b0)) begin
        wr_addr <= wr_addr + 1;
    end
end
always @(posedge sys_clk or negedge sys_rst_n) begin
    if(!sys_rst_n)begin
        rd_addr <= 0;
    end
    else begin
        rd_addr <= rd_addr + 1;
    end
end
assign data_out = Mem[rd_addr];
always @(posedge sys_clk or negedge sys_rst_n) begin
    if (!sys_rst_n) begin
        num_data <= 0;
    end
    else if ( (wr_en && !full) && (rd_en && !empty) )
        num_data <= num_data;
    else if (wr_en && !full)
        num_data <= num_data + 1;
    else if (rd_en && !empty)
        num_data <= num_data - 1;
end
assign full = (num_data == (2**FIFO_DEPTH)) ? 1'b1 : 1'b0;
assign empty = (num_data == 0) ? 1'b1 : 1'b0;
endmodule
==> run.sh <==
#!/bin/bash
# OpenROAD 26Q1-2900-gdf79404cd8, Yosys 0.63+post, stock flow scripts
make -C /OpenROAD-flow-scripts/flow DESIGN_CONFIG=/design/flow/config.mk WORK_HOME=/design/flow/orfs finish
==> config.mk <==
export PLATFORM = sky130hd
export DESIGN_NAME = self_fifo
export DESIGN_NICKNAME = self_fifo
export VERILOG_FILES = /design/flow/design.v
export SDC_FILE = /design/flow/constraint.sdc
export NUM_CORES = 4
export LEC_CHECK = 1
export CORE_UTILIZATION = 50
==> constraint.sdc <==
current_design self_fifo

set clk_period 2.9
set clk_io_pct 0.2

create_clock -name clk0 -period $clk_period [get_ports {sys_clk}]

set non_clock_inputs [all_inputs -no_clocks]
set_input_delay [expr $clk_period * $clk_io_pct] -clock clk0 $non_clock_inputs
set_output_delay [expr $clk_period * $clk_io_pct] -clock clk0 [all_outputs]
==> flow_summary.json <==
{
  "first_pass_iters": 4,
  "grt-ovfl-total": 0,
  "slew_headroom_pct": 59.2,
  "die_h_um": 78.5,
  "hold_viol_final": 0,
  "crit_family": "buffers and inverters",
  "slowest_stage": "dfrtp_1",
  "drtIter0Drc": 28,
  "crit_required_ns": 2.32,
  "cp_max_fo": 14,
  "min_period_ns": 2.64,
  "syn_area_per_cell_um2": 16.0,
  "cts_tree": "done",
  "crit_buf_inv": 2,
  "first_global_vias": 1899,
  "ys_warn_count": 2,
  "cts_hold_buffers": 0,
  "crit_path_cell_trace": "buf_4 -> mux2_2 -> clkdlybuf4s50_1",
  "grt_antenna_before_repair": 0,
  "cp_slowest_stage_delay_ns": 0.63,
  "period_used_pct": 91.0,
  "cts_buffers": 9,
  "cts.path.max_buffers": 2,
  "gp_congestion": 0.813,
  "vias": 1679,
  "ctsResizeCount": 0,
  "clock_sinks": 67,
  "htreeDepth": 3,
  "core_area_um2": 5570,
  "power_leakage_nw": 1.62,
  "die_w_um": 78.5,
  "grt_start_max_net_pins": 29,
  "cts.reportedPaths.clkPinSlew_ns": 0.07,
  "setup_viol": 0,
  "drt.antenna.violating_nets": 0,
  "cts-root-buf": "clkbuf_8",
  "setup-tns-final_ns": 0,
  "peakVddDrop_mv": 0.642,
  "n_fill_cell": 369,
  "outcome": "finished, final reports clean",
  "final_common_cell": "mux2_2",
  "endpoint_kind": "primary output",
  "warnings": 26,
  "dpl.hpwl_um": 3570,
  "comb_area_um2": 1160,
  "ys_area_um2": 2920,
  "syn_to_final_growth_pct": 32.8,
  "placement.setup.worst_slack_ns": 0.575,
  "io_buffer_count": 68,
  "critPathLaunchType": "register",
  "setup_slack_ns": 0.260,
  "arrival_ns": 2.06,
  "grt_pass1_wl_um": 8850,
  "numPlacedInstances": 319,
  "fin_util_pct": 69.7,
  "post-cts-setup-buffers": 0,
  "wirelength_um": 5220,
  "hold_class": "in2async",
  "maxSlewViolCount": 0,
  "vias_per_cell": 5.01,
  "ios": 70,
  "antenna_cells": 0,
  "syn_area_um2": 2920,
  "yosysSeqAreaShare_pct": 57.3,
  "power_density_nw_per_um2": 990,
  "lay_top_cells": "mux2_2, dfrtp_1, clkdlybuf4s50_1, clkbuf_8",
  "drv_cap": 0,
  "final.setup_skew_ns": 0.00826,
  "die-area_um2": 6160,
  "routedWlPerCell_um": 15.6,
  "layout.cells.non_filler": 335,
  "rows": 27,
  "rsz0062_at_grt": "false",
  "fmaxAchievable_mhz": 379,
  "synth-seq-cells": 67,
  "ys_cells": 183,
  "seq_area_um2": 1680,
  "worst_pin_slew_ns": 0.612,
  "yosys.cell_types.count": 14,
  "gr-usage-all-layers_pct": 19.4,
  "power_mw": 3.84,
  "drive_gt1_share_pct": 46.0,
  "clk_latency_ns": 0.34,
  "syn_inst": 183,
  "drcViolationCount": 0,
  "critPathKind": "reg2out",
  "fp_util_pct": 52.5
}
==> cell usage after synthesis (all sizes together) <==
master	number	area, µm²
nand2b	1	6.26
conb	1	3.75
inv	2	7.51
xnor2	1	8.76
xor2	1	8.76
mux2	96	1110
buf	12	91.3
nand2	1	3.75
nor2b	1	6.26
dfrtp	67	1680
==> logic make-up after synthesis <==
family	count (synthesis)	share of synthesized area, %
multiplexers	96	38.0
other	1	0.128
AND/OR/NAND/NOR	3	0.556
buffers and inverters	14	3.38
XOR/XNOR	2	0.599
flip-flops	67	57.3
==> per-stage QoR <==
step | hold WS (ns) | instance area, µm²
2_1_floorplan | 0.284 | 2920
3_3_place_gp | 0.481 | 3670
3_5_place_dp | 0.487 | 3670
4_1_cts | 0.263 | 3880
5_1_grt | 0.283 | 3880
6_report | 0.253 | 3880
==> where the power goes <==
group | internal (mW) | switching, mW | total (mW)
clock | 0.485 | 0.346 | 0.831
sequential | 1.40 | 0.216 | 1.62
combinational | 1.04 | 0.354 | 1.40
total | 2.93 | 0.916 | 3.84
==> worst paths after layout <==
kind / from / endpoint / slack [ns] / cells after the start
min in group clk0: Mem[1][19]$_DFFE_PN0P_ / Mem[1][19]$_DFFE_PN0P_ / 0.50 / 1
hold reg to reg: Mem[1][19]$_DFFE_PN0P_ / Mem[1][19]$_DFFE_PN0P_ / 0.50 / 1
setup reg to reg: wr_addr$_DFFE_PN0P_ / Mem[0][11]$_DFFE_PN0P_ / 1.36 / 3
setup / recovery: rd_addr$_DFF_PN0_ / data_out[6] / 0.26 / 3
hold / removal: sys_rst_n / Mem[1][24]$_DFFE_PN0P_ / 0.25 / 1
max in group asynchronous: sys_rst_n / Mem[0][26]$_DFFE_PN0P_ / 1.89 / 2
==> registers in the layout, indices dropped and copies added (netlist names) <==
register  count
wr_addr       1
rd_addr       1
Mem          64
num_data      1
==> cell type report <==
| class | instances | share of cell area [%] |
|---|---|---|
| Sequential cell | 67 | 43.2 |
| Multi-Input combinational cell | 102 | 29.8 |
| Timing Repair Buffer | 76 | 18.9 |
| Clock buffer | 10 | 3.29 |
| Clock inverter | 6 | 2.32 |
| Tap cell | 72 | 2.32 |
| Inverter | 2 | 0.193 |
==> metal layers <==
metal  share of wire (%)  vias to the layer above  global-route usage [%]
li1                    -                      795                       -
met1                  48                      827                    29.5
met2                  46                       53                    30.4
met3                 5.3                        4                    5.55
met4                0.63                        0                    1.85
met5                   0                        -                       0
Power figures rest on the tool's default switching activity, not on a simulated workload.
