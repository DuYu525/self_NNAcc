### flow/config.mk
export PLATFORM = sky130hd
export DESIGN_NAME = coder16_4
export DESIGN_NICKNAME = coder16_4
export VERILOG_FILES = /design/flow/design.v
export SDC_FILE = /design/flow/constraint.sdc
export NUM_CORES = 4
export LEC_CHECK = 1
export CORE_AREA = 10 10 70 70
export DIE_AREA = 0 0 80 80
### flow/constraint.sdc
current_design coder16_4

set clk_period 1.9
set clk_io_pct 0.2

create_clock -name clk0 -period $clk_period

set non_clock_inputs [all_inputs -no_clocks]
set_input_delay [expr $clk_period * $clk_io_pct] -clock clk0 $non_clock_inputs
set_output_delay [expr $clk_period * $clk_io_pct] -clock clk0 [all_outputs]
### flow/design.v
module coder16_4 
(
    input wire [15:0] input_data,
    output wire [3:0] code
);
assign code =   input_data [15] ? 4'b1111:
                input_data [14] ? 4'b1110: 
                input_data [13] ? 4'b1101:
                input_data [12] ? 4'b1100:
                input_data [11] ? 4'b1011:
                input_data [10] ? 4'b1010:
                input_data [9] ? 4'b1001:
                input_data [8] ? 4'b1000:
                input_data [7] ? 4'b0111:
                input_data [6] ? 4'b0110: 
                input_data [5] ? 4'b0101:
                input_data [4] ? 4'b0100:
                input_data [3] ? 4'b0011:
                input_data [2] ? 4'b0010:
                input_data [1] ? 4'b0001:
                input_data [0] ? 4'b0000:
                4'b0000
                ;
endmodule
### flow/run.sh
#!/bin/bash
# OpenROAD 26Q1-2900-gdf79404cd8, Yosys 0.63+post, stock flow scripts
make -C /OpenROAD-flow-scripts/flow DESIGN_CONFIG=/design/flow/config.mk WORK_HOME=/design/flow/orfs finish
==> flow_metrics.tcl <==
# implementation run metrics
set metrics [dict create \
    outcome "complete, no violations" \
    postRouteAntennaNets 0 \
    synth_cell_types 15 \
    crit_path_start_kind "input pin" \
    p_int_mw 0.0425 \
    pin_count 20 \
    required_ns 1.52 \
    maxCapViolations 0 \
    yosys_warnings 0 \
    yosys_area_um2 141 \
    path_cells "clkdlybuf4s50_1 > nand2b_1 > a221o_1 > a31oi_1 > clkbuf_2" \
    via_per_inst 3.01 \
    ys_cells 25 \
    hold_end "code[0]" \
    setup_ws_ns 0.0606 \
    coreArea_mm2 0.00342 \
    wl_met2_um 432 \
    tool_warnings 33 \
    dp_hpwl_um 781 \
    hold_violations 0 \
    syn_avg_cell_area_um2 5.66 \
    grt_pass1_vias 299 \
    combPwrFrac 1.000 \
    io_buffers 19 \
    grt_max_degree 5 \
    vias 298 \
    p_seq_frac 0 \
    met1_length_um 373 \
    cp-end-kind "output pin" \
    rsz0062_at_grt "false" \
    cp_slowest_stage_delay_ns 0.45 \
    drive_above_1_share 0.302 \
    finalCritPeriodShare 0.968 \
    grt_pass1_wl_um 1300 \
    vdd_drop_max_mv 0.0210 \
    worst-path-buf-inv 2 \
    powerDensity_mw_per_mm2 150 \
    die_height_um 80 \
    min_period_ns 1.84 \
    hold-path-cell-count 4 \
    gp_congestion 0.787 \
    wl_met3_um 60 \
    min_from "input_data[6]" \
    slowest_stage "clkdlybuf4s50_1" \
    setup_viol 0 \
    power_frac_clock 0 \
    num_antenna_cells 0 \
    num_rows 21 \
    dp_slack_ns -0.459 \
    slew_headroom 0.824 \
    tightest_slew_ns 0.261 \
    fmax_mhz 544 \
    worst-setup-path-type "input pin to output pin" \
    power.switching_mw 0.0277 \
    switching_share 0.395 \
    first_pass_iters 3 \
    drc 0 \
    setup.worst_path.start "input_data[1]" \
    fp-utilization 0.0414 \
    track_usage 0.0242 \
    die_area_mm2 0.00640 \
    num-clock-buffers 0 \
    postSynthSeqShare 0 \
    synthCells 25 \
    drt-total-wl_um 866 \
    highest_layer "met3" \
    area.growth.synth_to_final_pct 231 \
    p_leak_nw 0.180 \
    overflow 0 \
    antenna_found_initial 0 \
    path_max_fanout 1 \
    drtIter0Drc 4 \
    worstHoldPathType "input pin to output pin" \
    crit_family "buffers and inverters" \
    seq_cells 0 \
    seqCellArea_um2 0 \
    slew_viol_final 0 \
    setup_tns_ns 0 \
    syn_area_um2 141 \
    die_x_um 80 \
    wl_per_cell_um 8.75 \
    cp.arrival_ns 1.46 \
]
## cells in the final DEF (no fill, tap or decap)
master and n:
nand2_1 1, a311o_1 1, clkbuf_2 1, buf_4 9, nand2b_1 2, nor2_1 7, a221o_1 1, a31oi_1 1
a311oi_2 1, clkdlybuf4s15_1 1, o311ai_2 1, dlygate4sd2_1 15, nor2b_1 1, o21ai_1 2, nor3_1 1, nor4_2 2
or3b_1 1, nor2_4 1, clkdlybuf4s50_1 1, clkdlybuf4s15_2 1, nand3_1 1, inv_1 1
## worst max path at each step
stage	end	depth (start not counted)	slack (ns)
final	code[0]	5	0.06
after global routing	code[0]	5	0.009
after CTS	code[0]	5	0.0006
## stage by stage
step | std cells | hold slack (ns) | area [um^2] | util | power [mW]
3_5_place_dp | 98 | 1.87 | 449 | 0.132 | 0.0750
5_1_grt | 99 | 1.34 | 468 | 0.137 | 0.0773
6_report | 99 | 1.30 | 468 | 0.137 | 0.0701
4_1_cts | 99 | 1.34 | 462 | 0.135 | 0.0688
2_1_floorplan | 25 | 0.814 | 141 | - | 0.0146
3_3_place_gp | 98 | 1.87 | 449 | 0.132 | 0.0748
## worst min-delay path, stage by stage
cell           delay [ns]
dlygate4sd2_1        0.25
a221o_1              0.13
a31oi_1              0.07
clkbuf_2             0.09
## what timing repair did
action,CTS,global route
setup buffers,1,0
hold buffers,0,0
resized,27,4
endpoints found under the setup margin,4,3
pin swaps,7,2
## metal layers
| layer | up-vias | GRT usage |
|---|---|---|
| met5 | - | 0 |
| met4 | 0 | 0 |
| met3 | 0 | 0.00341 |
| met2 | 10 | 0.0417 |
| met1 | 135 | 0.0330 |
| li1 | 153 | - |
## Yosys cell counts
library cell,n,share of area
inv_1,1,0.027
o311ai_1,1,0.062
nor2b_1,1,0.044
nand2_1,1,0.027
a31oi_1,1,0.044
nand2b_1,2,0.088
a311o_1,1,0.071
or3b_1,1,0.062
a311oi_1,1,0.062
a221o_1,1,0.071
nor4_1,2,0.088
nor3_1,1,0.035
nand3_1,1,0.035
nor2_1,8,0.21
o21ai_0,2,0.071
## final cells by class
class / instances / area (um^2)
fill: 400 / 2950
tap: 46 / 57.6
multi-input combinational: 24 / 171
inverter: 1 / 3.75
timing repair buffer: 28 / 235
## power by group through the flow
stage | logic, mW | clock network, mW | registers [mW]
4_1_cts | 0.0688 | 0 | 0
5_1_grt | 0.0773 | 0 | 0
6_report | 0.0701 | 0 | 0
## logic make-up after synthesis
group           share of synthesized area
simple gates                        0.593
buf+inv                            0.0265
compound gates                      0.381
Power and IR drop assume default switching activity.
