--- /design/flow/config.mk ---
export PLATFORM = sky130hd
export DESIGN_NAME = decoder5_32
export DESIGN_NICKNAME = decoder5_32
export VERILOG_FILES = /design/flow/design.v
export SDC_FILE = /design/flow/constraint.sdc
export NUM_CORES = 4
export LEC_CHECK = 1
export CORE_AREA = 10 10 70 70
export DIE_AREA = 0 0 80 80
--- /design/flow/constraint.sdc ---
current_design decoder5_32

set clk_period 1.1
set clk_io_pct 0.2

create_clock -name clk0 -period $clk_period

set non_clock_inputs [all_inputs -no_clocks]
set_input_delay [expr $clk_period * $clk_io_pct] -clock clk0 $non_clock_inputs
set_output_delay [expr $clk_period * $clk_io_pct] -clock clk0 [all_outputs]
--- /design/flow/design.v ---
module decoder5_32
(
    input wire [4:0] code,
    output wire [31:0] output_data
);
assign output_data =    (code == 5'b00000) ? 32'b0000_0000_0000_0000_0000_0000_0000_0001 :
                        (code == 5'b00001) ? 32'b0000_0000_0000_0000_0000_0000_0000_0010 :
                        (code == 5'b00010) ? 32'b0000_0000_0000_0000_0000_0000_0000_0100 :
                        (code == 5'b00011) ? 32'b0000_0000_0000_0000_0000_0000_0000_1000 :
                        (code == 5'b00100) ? 32'b0000_0000_0000_0000_0000_0000_0001_0000 :
                        (code == 5'b00101) ? 32'b0000_0000_0000_0000_0000_0000_0010_0000 :
                        (code == 5'b00110) ? 32'b0000_0000_0000_0000_0000_0000_0100_0000 :
                        (code == 5'b00111) ? 32'b0000_0000_0000_0000_0000_0000_1000_0000 :
                        (code == 5'b01000) ? 32'b0000_0000_0000_0000_0000_0001_0000_0000 :
                        (code == 5'b01001) ? 32'b0000_0000_0000_0000_0000_0010_0000_0000 :
                        (code == 5'b01010) ? 32'b0000_0000_0000_0000_0000_0100_0000_0000 :
                        (code == 5'b01011) ? 32'b0000_0000_0000_0000_0000_1000_0000_0000 :
                        (code == 5'b01100) ? 32'b0000_0000_0000_0000_0001_0000_0000_0000 :
                        (code == 5'b01101) ? 32'b0000_0000_0000_0000_0010_0000_0000_0000 :
                        (code == 5'b01110) ? 32'b0000_0000_0000_0000_0100_0000_0000_0000 :
                        (code == 5'b01111) ? 32'b0000_0000_0000_0000_1000_0000_0000_0000 :
                        (code == 5'b10000) ? 32'b0000_0000_0000_0001_0000_0000_0000_0000 :
                        (code == 5'b10001) ? 32'b0000_0000_0000_0010_0000_0000_0000_0000 :
                        (code == 5'b10010) ? 32'b0000_0000_0000_0100_0000_0000_0000_0000 :
                        (code == 5'b10011) ? 32'b0000_0000_0000_1000_0000_0000_0000_0000 :
                        (code == 5'b10100) ? 32'b0000_0000_0001_0000_0000_0000_0000_0000 :
                        (code == 5'b10101) ? 32'b0000_0000_0010_0000_0000_0000_0000_0000 :
                        (code == 5'b10110) ? 32'b0000_0000_0100_0000_0000_0000_0000_0000 :
                        (code == 5'b10111) ? 32'b0000_0000_1000_0000_0000_0000_0000_0000 :
                        (code == 5'b11000) ? 32'b0000_0001_0000_0000_0000_0000_0000_0000 :
                        (code == 5'b11001) ? 32'b0000_0010_0000_0000_0000_0000_0000_0000 :
                        (code == 5'b11010) ? 32'b0000_0100_0000_0000_0000_0000_0000_0000 :
                        (code == 5'b11011) ? 32'b0000_1000_0000_0000_0000_0000_0000_0000 :
                        (code == 5'b11100) ? 32'b0001_0000_0000_0000_0000_0000_0000_0000 :
                        (code == 5'b11101) ? 32'b0010_0000_0000_0000_0000_0000_0000_0000 :
                        (code == 5'b11110) ? 32'b0100_0000_0000_0000_0000_0000_0000_0000 :
                        (code == 5'b11111) ? 32'b1000_0000_0000_0000_0000_0000_0000_0000 :
                                            32'b0000_0000_0000_0000_0000_0000_0000_0000;
endmodule
--- /design/flow/run.sh ---
#!/bin/bash
# OpenROAD 26Q1-2900-gdf79404cd8, Yosys 0.63+post, stock flow scripts
make -C /OpenROAD-flow-scripts/flow DESIGN_CONFIG=/design/flow/config.mk WORK_HOME=/design/flow/orfs finish
==> out/metrics.cfg <==
[die]
die-area_sq_um = 6400
die_x_um = 80
fp.coreArea_sq_um = 3416
fp.dieH_um = 80
fp_util = 0.06484
rows = 21
ioPinCount = 37

[timing]
worst_pin_slew_ns = 0.1775
relSlewSlack = 0.8816
finalSetupViolations = 24
finalClockPeriodUsage = 1.148
post-route-min-period_ns = 1.263
rsz0062_at_grt = true
drv_slew = 0
final_hold_viol_count = 0
max_freq_ghz = 0.7921
layout_setup_ws_ns = -0.1625

[finish]
flops = 0
clkbuf_count = 0
seqCellArea_sq_um = 0
finish.utilization = 0.2663
synthToLayoutAreaGrowth_pct = 310.7
layout.cells.non_filler = 152
drive_above_1_share = 0.8491

[detailed_routing]
drtIter0Drc = 9
drtPass1Iterations = 4
wire_per_inst_um = 12.78
diodes = 0
wl_um = 1942
via_per_inst = 3.493
num_vias = 531
drc = 0
drtAntennaViolNets = 0

[power_and_ir_drop]
p_leak_nw = 0.4579
ir_worst_vdd_mv = 0.03968
power_density_nw_per_um2 = 262.3

[global_routing]
grt_pass1_wl_um = 3077
antenna_found_initial = 0
grt_max_degree = 9
grt_pass1_vias = 542
track_usage = 0.05795
gr-total-overflow = 0

[yosys]
yosysWarnings = 0
syn_inst = 47
top_area_frac = 0.5424
yosysSeqAreaShare = 0
yosys.area.top_type = nor2_1
yosysUniqueCellTypes = 9
ys_area_sq_um = 221.5
yosys_cells = 47
syn-cell-area_sq_um = 221.5
syn_avg_cell_area_sq_um = 4.712
area_leaders = nor2_1, or3b_4, nand3b_1, nand2b_1, clkbuf_1

[job]
drv_cap = 0
log.warning_count = 34

[hold_path]
hp-start = code[0]
hp-class = in -> out
hold_depth = 4

[placed_design]
gp_congestion = 0.7263
io_buffers = 37
dp_cells = 130
hpwl_um = 1327

[worst_setup_path]
startpoint = code[4]
slowest_delay_ns = 0.41
cp.required_ns = 0.88
critPathSlowestCell = or3b_4
arrival_ns = 1.04
crit_type = in -> out
start_kind = primary input
cp_cell_sequence = buf_8 > or3b_4 > buf_6 > nor2_1 > buf_2
end_kind = output port
path_max_fanout = 7

[outcome]
status = complete, but fails checks
violations = negative setup slack

==> cells in the final DEF (no fill, tap or decap), types with 2 or more instances in the layout <==
cell,count
nand2b_4,2
nor2_2,16
nor2_1,9
buf_4,7
nor2_4,7
dlygate4sd2_1,2
buf_6,19
buf_2,28
or3b_4,3
nand3b_1,3
buf_8,4
==> kinds of logic after synthesis <==
group	Yosys count	share of synthesized area
buffers and inverters	3	0.05084
and+or+nand+nor	44	0.9491
==> report_power, final <==
part | internal (mW) | switching (mW) | total, mW
Sequential | 0 | 0 | 0
Combinational | 0.136 | 0.102 | 0.239
Clock | 0 | 0 | 0
==> final cells by class <==
class	count	area [sq um]
fill	363	2506
multi-input combinational	44	345.3
tap	46	57.56
timing repair buffer	62	506.7
==> per-layer routing <==
layer / track usage / vias to the layer above / share of wire / wire length, um
met1: 0.07317 / 244 / 0.40 / 783
met3: 0.01932 / 0 / 0.11 / 207
li1: - / 267 / - / -
met2: 0.09872 / 20 / 0.49 / 951
met4: 0 / 0 / 0 / 0
met5: 0 / - / 0 / 0
==> cells in the mapped netlist <==
cell type   n
nand2_1     1
nand3b_1    3
or3_1       1
clkbuf_1    3
or3b_4      3
nor2_1     32
or2_2       1
nand2b_1    2
nand3_1     1
==> through the flow <==
| stage | total power [mW] | hold slack, ns | TNS (ns) | area, sq um | worst slack (ns) |
|---|---|---|---|---|---|
| after CTS | 0.2187 | 0.7712 | -2.896 | 837.1 | -0.1843 |
| after floorplan | 0.04311 | 0.5622 | 0 | 221.5 | 0.1523 |
| after global placement | 0.1277 | 1.596 | -27.57 | 660.6 | -0.9472 |
| final | 0.2386 | 0.7767 | -2.494 | 909.6 | -0.1625 |
| after global routing | 0.2584 | 0.7984 | -3.451 | 909.6 | -0.1981 |
| after detailed placement | 0.1293 | 1.601 | -28.07 | 660.6 | -0.9730 |
==> worst max-delay path, delay by kind of cell <==
kind	cells	cell delay [ns]
simple gates	2	0.48
buf+inv	3	0.34
==> repair_timing <==
item | CTS | global route
pin swaps | 36 | 22
setup endpoints to repair | 32 | 30
setup buffers | 22 | 0
gates resized | 159 | 22
hold buffers | 0 | 0
==> final timing paths <==
check	end	slack, ns
max	output_data[5]	-0.16
min	output_data[1]	0.78
Power is estimated from default activity; no workload was simulated.
